**flow/run.sh**
```bash
#!/bin/bash
# OpenROAD 26Q1-2900-gdf79404cd8, Yosys 0.63+post, stock flow scripts
make -C /OpenROAD-flow-scripts/flow DESIGN_CONFIG=/design/flow/config.mk WORK_HOME=/design/flow/orfs finish
```
**flow/config.mk**
```make
export PLATFORM = sky130hd
export DESIGN_NAME = SPI_interface
export DESIGN_NICKNAME = SPI_interface
export VERILOG_FILES = /design/flow/design.v
export SDC_FILE = /design/flow/constraint.sdc
export NUM_CORES = 4
export LEC_CHECK = 1
export CORE_AREA = 10 10 74 74
export DIE_AREA = 0 0 84 84
```
**flow/constraint.sdc**
```tcl
current_design SPI_interface

set clk_period 1.6
set clk_io_pct 0.2

create_clock -name clk0 -period $clk_period [get_ports {clk}]

set non_clock_inputs [all_inputs -no_clocks]
set_input_delay [expr $clk_period * $clk_io_pct] -clock clk0 $non_clock_inputs
set_output_delay [expr $clk_period * $clk_io_pct] -clock clk0 [all_outputs]
```
**flow/design.v**
```verilog
`timescale 1ns / 1ps
module SPI_interface(
    input clk,
    input MISO,
    output reg [15:0] test,
    output reg sclk,
    output reg MOSI,
    output reg cs
    );
parameter idle              = 6'd0;
parameter set_length        = 6'd16;
parameter read_block_single = 6'd17;
parameter read_block_multi  = 6'd18;
parameter stop_trans        = 6'd12;
parameter write_block       = 6'd24;
parameter crc_toggle        = 6'd59;
parameter start_address     = 32'd0;
parameter generic_crc       = 7'd0;
    reg [5:0] counter;
    reg [47:0] data_to_send;
    reg [23:0] data_in_hold;
    reg [23:0] data_in_fin;
    reg setup_temp = 1'b1; 
    reg temp = 1'b1;
    reg [3:0] clk_div = 8'd0;
    initial
    begin
        sclk = 0;
        clk_div = 0;
        MOSI = 0;
        test = 16'd0;
        counter = 0;
        cs = 0;
    end
    always @(posedge clk)
    begin
        if(clk_div == 3'd3)
        begin
            clk_div <= 3'd0;
            sclk <= !sclk;
        end
        if(clk_div != 3'd3)
        begin
            clk_div <= clk_div + 8'd1;
        end
        if(setup_temp == 1)
        begin
            data_to_send   <= 48'b011001000000000000000000000000000000000000000001;
            setup_temp <= 0;
        end
    end
always @(posedge sclk)
begin
    data_to_send <= data_to_send << 1;
    MOSI <= data_to_send[47];
end
always @(negedge sclk)
    begin
        if(counter < 5'd24) 
        begin
            data_in_hold <= data_in_hold << 1;
            data_in_hold[0] <= MISO;
            counter <= counter + 1;
        end
        else
        begin
            data_in_fin <= data_in_hold;
            counter <= 0;
            test = 16'b1111111111111111;
        end
    end    
endmodule
```
==> impl_metrics.xml <==
<?xml version="1.0" encoding="UTF-8"?>
<metrics>
  <group name="status">
    <metric name="status" unit="">finished, final reports clean</metric>
  </group>
  <group name="sta">
    <metric name="post-route-min-period" unit="ns">1.368</metric>
    <metric name="finalClockSkew" unit="ns">0.001243</metric>
    <metric name="drv_slew" unit="">0</metric>
    <metric name="worst_slack" unit="ns">0.2317</metric>
    <metric name="clock.fmax" unit="MHz">730.8</metric>
    <metric name="setup-violations-final" unit="">0</metric>
    <metric name="unconstrained_endpoints" unit="">22</metric>
    <metric name="register_pins_left_without_a_clock" unit="">7</metric>
    <metric name="setup_repair_after_global_routing_missed_its_margin" unit="">no</metric>
    <metric name="final.period_utilization" unit="%">85.52</metric>
    <metric name="setup-tns-final" unit="ns">0</metric>
    <metric name="timing.hold.ws" unit="ns">0.4437</metric>
    <metric name="hold_viol" unit="">0</metric>
  </group>
  <group name="route">
    <metric name="dr_total_vias" unit="">325</metric>
    <metric name="postRouteAntennaNets" unit="">0</metric>
    <metric name="route.detailed.vias_per_inst" unit="">2.955</metric>
    <metric name="drt_first_iter_violations" unit="">23</metric>
    <metric name="first_pass_iters" unit="">2</metric>
    <metric name="route.detailed.drc" unit="">0</metric>
    <metric name="antenna-diode-count" unit="">0</metric>
    <metric name="wl" unit="microns">811</metric>
    <metric name="post_drt_wl_per_cell" unit="microns">7.373</metric>
  </group>
  <group name="worst_setup_path">
    <metric name="critPathCaptureType" unit="">output port</metric>
    <metric name="crit_path_end" unit="">sclk</metric>
    <metric name="setup_slack_of_the_most_critical_reg_to_reg_path" unit="ns">0.47</metric>
    <metric name="cpLargestDelayFamily" unit="">buffers and inverters</metric>
    <metric name="worst-endpoint-required" unit="ns">1.28</metric>
    <metric name="sequence_of_cells_on_the_critical_path" unit="">clkdlybuf4s50_1</metric>
    <metric name="cp.buffers_inverters" unit="">1</metric>
    <metric name="worstSetupStartpoint" unit="">sclk</metric>
    <metric name="crit_path_start_kind" unit="">register</metric>
    <metric name="setup.worst_path.class" unit="">register to output port</metric>
    <metric name="timing.critical_path.depth" unit="">1</metric>
    <metric name="r2r_cells" unit="">2</metric>
    <metric name="critical_path.max_fanout" unit="">2</metric>
    <metric name="cp.arrival" unit="ns">1.05</metric>
    <metric name="worst_path_max_delay_cell" unit="">sky130_fd_sc_hd__clkdlybuf4s50_1</metric>
    <metric name="critical_path.reg2reg.startpoint" unit="">clk_div[0]</metric>
    <metric name="crit-reg2reg-capture" unit="">sclk</metric>
    <metric name="crit_path_max_incr_delay" unit="ns">0.48</metric>
  </group>
  <group name="synthesis">
    <metric name="yosys_chip_area" unit="sq um">553.0</metric>
    <metric name="synthesis.area" unit="sq um">553.0</metric>
    <metric name="synth.yosys.num_cells" unit="">54</metric>
    <metric name="synth-warning-count" unit="">97</metric>
    <metric name="postSynthAreaPerCell" unit="sq um">10.24</metric>
    <metric name="yosysUniqueCellTypes" unit="">19</metric>
    <metric name="synth_top_area_share" unit="%">36.20</metric>
    <metric name="ys_dominant_reg_cell" unit="">sky130_fd_sc_hd__dfxtp_1</metric>
    <metric name="edf_count" unit="">2</metric>
    <metric name="synth-seq-area-share" unit="%">47.06</metric>
    <metric name="postSynthRegisterBits" unit="">12</metric>
    <metric name="yosys.area.top_type" unit="">sky130_fd_sc_hd__dfxtp_1</metric>
    <metric name="post_synth_main_area_contributors" unit="">sky130_fd_sc_hd__dfxtp_1, sky130_fd_sc_hd__buf_4, sky130_fd_sc_hd__edfxtp_1, sky130_fd_sc_hd__ha_1, sky130_fd_sc_hd__nor2_1</metric>
    <metric name="synth-async-reset-ratio" unit="%">0</metric>
    <metric name="syn_inst" unit="">54</metric>
  </group>
  <group name="final_layout">
    <metric name="seqCellArea" unit="sq um">260.3</metric>
    <metric name="multiInputGateArea" unit="sq um">165.2</metric>
    <metric name="stdcell_count" unit="">110</metric>
    <metric name="fin_area" unit="sq um">710.7</metric>
    <metric name="layout.cells.most_common_list" unit="">sky130_fd_sc_hd__clkdlybuf4s50_1, sky130_fd_sc_hd__dfxtp_1, sky130_fd_sc_hd__nor2_1</metric>
    <metric name="syn2layout_area_growth" unit="%">28.51</metric>
    <metric name="final_layout_top_logic_cell" unit="">sky130_fd_sc_hd__clkdlybuf4s50_1</metric>
    <metric name="final_core_utilization" unit="%">17.90</metric>
    <metric name="final.fill_count" unit="">431</metric>
    <metric name="post_route_cells_drive_above_1_share" unit="%">6.667</metric>
  </group>
  <group name="placement">
    <metric name="place_congestion" unit="">0.7439</metric>
    <metric name="place_inst" unit="">106</metric>
    <metric name="dpl.hpwl" unit="microns">673.7</metric>
    <metric name="postPlaceCellArea" unit="sq um">665.6</metric>
    <metric name="dp_worst_setup_slack" unit="ns">0.4521</metric>
    <metric name="io_buffer_count" unit="">17</metric>
  </group>
  <group name="clock_network">
    <metric name="cts_made_buffers" unit="">3</metric>
    <metric name="cts_max_path_buffers" unit="">2</metric>
    <metric name="cts-hold-fix-buffers" unit="">0</metric>
    <metric name="cts.htree.levels" unit="">1</metric>
    <metric name="clock.latency.late_pin" unit="ns">0.22</metric>
    <metric name="total_of_cells_resized_after_clock_tree_synthesis" unit="">0</metric>
    <metric name="setup_repair_bufs_after_cts" unit="">0</metric>
    <metric name="clk_pin_slew_worst_paths" unit="ns">0.03</metric>
    <metric name="clock_tree_from_tritoncts" unit="">done</metric>
    <metric name="clock-root-buffer" unit="">sky130_fd_sc_hd__clkbuf_8</metric>
  </group>
  <group name="global_routing">
    <metric name="grt_first_pass_wirelength" unit="microns">1407</metric>
    <metric name="grt_antenna_before_repair" unit="">0</metric>
    <metric name="maximum_number_of_pins_on_one_net_before_global_route_repair" unit="">17</metric>
    <metric name="first_global_vias" unit="">323</metric>
    <metric name="gr-usage-all-layers" unit="%">2.303</metric>
    <metric name="globalRouteOverflowTotal" unit="">0</metric>
  </group>
  <group name="floorplan">
    <metric name="top_level_ports" unit="">21</metric>
    <metric name="fp-utilization" unit="%">13.93</metric>
    <metric name="core" unit="sq mm">0.003971</metric>
    <metric name="design.die.area" unit="sq mm">0.007056</metric>
    <metric name="die_x" unit="microns">84</metric>
    <metric name="rows" unit="">23</metric>
    <metric name="die_y" unit="microns">84</metric>
  </group>
  <group name="job">
    <metric name="drv.max_cap_violation_count" unit="">0</metric>
    <metric name="warnings" unit="">26</metric>
  </group>
  <group name="pwr">
    <metric name="post-layout-total-power" unit="mW">0.3601</metric>
    <metric name="power-per-cell-area" unit="mW/mm^2">506.7</metric>
    <metric name="static-leakage-power" unit="nW">0.2696</metric>
    <metric name="worst_vdd_rail_ir_drop" unit="V">0.0005251</metric>
  </group>
  <group name="min_path">
    <metric name="timing.hold.worst_path_depth" unit="">1</metric>
    <metric name="hp-class" unit="">register to register</metric>
  </group>
</metrics>
sequential cells by signal, indices dropped and copies added, names as in the netlist:
signal	count
test	1
counter	6
sclk	1
clk_div	4
cell usage after synthesis (2+ instances only):
cell type,instances
sky130_fd_sc_hd__edfxtp_1,2
sky130_fd_sc_hd__nor2_1,5
sky130_fd_sc_hd__inv_1,2
sky130_fd_sc_hd__xnor2_1,2
sky130_fd_sc_hd__dfxtp_1,10
sky130_fd_sc_hd__conb_1,2
sky130_fd_sc_hd__ha_1,2
sky130_fd_sc_hd__nand3_1,2
sky130_fd_sc_hd__buf_4,17
power by group:
part	internal [mW]	leakage [nW]	switching (mW)
combinational	0	0.144	0.000748
clock	0.171	0.0228	0.0590
sequential	0.130	0.103	0
total	0.300	0.270	0.0598
layer usage:
metal  up-vias  GRT usage [%]  wire length (microns)
li1        164              -                      -
met1       140          2.398                    332
met2        21          3.136                    272
met3         0          2.657                    206
met4         0         0.1522                      0
met5         -              0                      0
cells by family (layout without fill, tap and decap cells):
logic type	Yosys count	after routing	share of synthesized area [%]
buffers and inverters	19	23	24.43
flip-flops	12	12	47.06
adder cells (fa/ha/maj)	2	2	4.524
XOR/XNOR	2	2	3.168
multiplexers	2	2	3.846
AND-OR/OR-AND	2	2	2.262
AND/OR/NAND/NOR	13	13	13.35
other	2	4	1.358
worst min path at each step:
stage | startpoint | endpoint | slack (ns)
after CTS | clk_div[0] | clk_div[0] | 0.45
after global routing | clk_div[0] | clk_div[0] | 0.49
final | clk_div[0] | clk_div[0] | 0.44
cell type report:
cell class                 instances  area share, %
multi-input combinational         25          23.24
inverter                           2          1.056
tap                               50          8.803
timing repair buffer              17          23.94
sequential                        12          36.62
clock buffer                       4          6.338
No activity file was given, so power comes from the tool's default toggle rates.
