## flow/run.sh

```bash
#!/bin/bash
# OpenROAD 26Q1-2900-gdf79404cd8, Yosys 0.63+post, stock flow scripts
make -C /OpenROAD-flow-scripts/flow DESIGN_CONFIG=/design/flow/config.mk WORK_HOME=/design/flow/orfs finish
```

## flow/config.mk

```make
export PLATFORM = sky130hd
export DESIGN_NAME = wallace_Tree
export DESIGN_NICKNAME = wallace_Tree
export VERILOG_FILES = /design/flow/design.v
export SDC_FILE = /design/flow/constraint.sdc
export NUM_CORES = 4
export LEC_CHECK = 1
export CORE_UTILIZATION = 50
```

## flow/constraint.sdc

```tcl
current_design wallace_Tree

set clk_period 9.0
set clk_io_pct 0.2

create_clock -name clk0 -period $clk_period [get_ports {clock}]

set non_clock_inputs [all_inputs -no_clocks]
set_input_delay [expr $clk_period * $clk_io_pct] -clock clk0 $non_clock_inputs
set_output_delay [expr $clk_period * $clk_io_pct] -clock clk0 [all_outputs]
```

## flow/design.v

```verilog
`timescale 1ns / 1ps
module HA(a,b,sum,carry);
    input a,b;
    output sum, carry;
    assign sum = a^b;
    assign carry = a&b;
endmodule
module FA(a,b,cin,sum,carry);
    input a,b,cin;
    output sum, carry;
    assign sum = a^b^cin;
    assign carry = a&b | (a^b) & cin;
endmodule
module wallace_Tree(input [7:0] x,y, input clock, output reg [15:0] product);
    reg p [7:0][7:0];  
    wire [55:0] s,c;  
    integer i,j;
    always @(y,x)
    begin
        for(i =0; i <= 7; i = i +1)
            for(j = 0; j <= 7; j = j + 1)
                p[j][i] <= x[j] & y[i];
    end      
HA ha_11(.sum(s[0]),.carry(c[0]), .a(p[1][0]), .b( p[0][1])); 
FA fa_21( .sum(s[1]), .carry(c[1]), .a(p[2][0]), .b( p[1][1]), .cin( (c[0]) ) );
HA ha_21( .sum(s[2]), .carry(c[2]), .a(p[0][2]), .b( s[1]));                                              
FA fa_31( .sum(s[3]), .carry(c[3]), .a(p[2][1]), .b( p[3][0]), .cin( c[1]) );
FA fa_32( .sum(s[4]), .carry(c[4]), .a(p[1][2]), .b( s[3]), .cin( c[2]) );
HA ha_31( .sum(s[5]), .carry(c[5]), .a(p[0][3]), .b( s[4]));                                               
FA fa_41( .sum(s[6]), .carry(c[6]), .a(p[4][0]), .b( p[3][1]), .cin( c[3]) );
FA fa_42( .sum(s[7]), .carry(c[7]), .a(p[2][2]), .b(s[6]), .cin( c[4]) );
FA fa_43( .sum(s[8]), .carry(c[8]), .a(p[1][3]), .b(s[7]), .cin( c[5]) );
HA ha_41( .sum(s[9]), .carry(c[9]), .a(p[0][4]), .b( s[8]));                                             
FA fa_51( .sum(s[10]), .carry(c[10]), .a(p[5][0]), .b( p[4][1]), .cin( c[6]) );
FA fa_52( .sum(s[11]), .carry(c[11]), .a(p[3][2]), .b( s[10]), .cin( c[7]) );
FA fa_53( .sum(s[12]), .carry(c[12]), .a(p[2][3]), .b( s[11]), .cin( c[8]) );
FA fa_54( .sum(s[13]), .carry(c[13]), .a(p[1][4]), .b( s[12]), .cin( c[9]) );
HA ha_55( .sum(s[14]), .carry(c[14]), .a(p[0][4]), .b( s[13]));                                     
FA fa_61( .sum(s[15]), .carry(c[15]), .a(p[6][0]), .b( p[5][1]), .cin( c[10]) );
FA fa_62( .sum(s[16]), .carry(c[16]), .a(p[4][2]), .b( s[15]), .cin( c[11]) );
FA fa_63( .sum(s[17]), .carry(c[17]), .a(p[3][3]), .b( s[16]), .cin( c[12]) );
FA fa_64( .sum(s[18]), .carry(c[18]), .a(p[2][4]), .b( s[17]), .cin( c[13]) );
HA ha_61( .sum(s[19]), .carry(c[19]), .a(p[1][5]), .b( s[18]));
HA ha_42( .sum(s[20]), .carry(c[20]), .a(p[0][6]), .b( s[19]));                                      
FA fa_71( .sum(s[21]), .carry(c[21]), .a(p[7][0]), .b( p[6][1]), .cin( c[15]) );
FA fa_72( .sum(s[22]), .carry(c[22]), .a(p[5][2]), .b( s[21]), .cin( c[16]) );
FA fa_73( .sum(s[23]), .carry(c[23]), .a(p[4][3]), .b( s[22]), .cin( c[17]) );
FA fa_74( .sum(s[24]), .carry(c[24]), .a(p[3][4]), .b( s[23]), .cin( c[18]) );
FA fa_75( .sum(s[25]), .carry(c[25]), .a(p[2][5]), .b( s[24]), .cin( c[19]) );
FA fa_76( .sum(s[26]), .carry(c[26]), .a(p[1][6]), .b( s[25]), .cin( c[20]) );
HA ha_71( .sum(s[27]), .carry(c[27]), .a(p[0][7]), .b( s[26]));                                      
FA fa_81( .sum(s[28]), .carry(c[28]), .a(p[7][1]), .b( p[6][2]), .cin( c[21]) );
FA fa_82( .sum(s[29]), .carry(c[29]), .a(p[5][3]), .b( s[28]), .cin( c[22]) );
FA fa_83( .sum(s[30]), .carry(c[30]), .a(p[4][4]), .b( s[29]), .cin( c[23]) );
FA fa_84( .sum(s[31]), .carry(c[31]), .a(p[3][5]), .b( s[30]), .cin( c[24]) );
FA fa_85( .sum(s[32]), .carry(c[32]), .a(p[2][6]), .b( s[31]), .cin( c[25]) );
FA fa_86( .sum(s[33]), .carry(c[33]), .a(p[1][7]), .b( s[32]), .cin( c[26]) );
HA ha_81( .sum(s[34]), .carry(c[34]), .a(s[33]), .b( c[27]));                                          
FA fa_91( .sum(s[35]), .carry(c[35]), .a(p[7][2]), .b( p[6][3]), .cin( c[28]) );
FA fa_92( .sum(s[36]), .carry(c[36]), .a(p[5][4]), .b( s[35]), .cin( c[29]) );
FA fa_93( .sum(s[37]), .carry(c[37]), .a(p[4][5]), .b( s[36]), .cin( c[30]) );
FA fa_94( .sum(s[38]), .carry(c[38]), .a(p[3][6]), .b( s[37]), .cin( c[31]) );
FA fa_95( .sum(s[39]), .carry(c[39]), .a(p[2][7]), .b( s[38]), .cin( c[32]) );
FA fa_96( .sum(s[40]), .carry(c[40]), .a(s[39]), .b( c[33]), .cin( c[34]) );                         
FA fa_101( .sum(s[41]), .carry(c[41]), .a(p[7][3]), .b( p[6][4]), .cin( c[35]) );
FA fa_102( .sum(s[42]), .carry(c[42]), .a(p[5][5]), .b( s[41]), .cin( c[36]) );
FA fa_103( .sum(s[43]), .carry(c[43]), .a(p[4][6]), .b( s[42]), .cin( c[37]) );
FA fa_104( .sum(s[44]), .carry(c[44]), .a(p[3][7]), .b( s[43]), .cin( c[38]) );
FA fa_105( .sum(s[45]), .carry(c[45]), .a(s[44]), .b( c[39]), .cin( c[40]) );                   
FA fa_111( .sum(s[46]), .carry(c[46]), .a(p[7][4]), .b( p[6][5]), .cin( c[41]) );
FA fa_112( .sum(s[47]), .carry(c[47]), .a(p[5][6]), .b( s[46]), .cin( c[42]) );
FA fa_113( .sum(s[48]), .carry(c[48]), .a(p[4][7]), .b( s[47]), .cin( c[43]) );
FA fa_114( .sum(s[49]), .carry(c[49]), .a(s[48]), .b( c[44]), .cin( c[45]) );                     
FA fa_121( .sum(s[50]), .carry(c[50]), .a(p[7][5]), .b( p[6][6]), .cin( c[46]) );
FA fa_122( .sum(s[51]), .carry(c[51]), .a(p[5][7]), .b(s[50]), .cin( c[47]) );
FA fa_123( .sum(s[52]), .carry(c[52]), .a(s[51]), .b(c[48]), .cin( c[49]) );                    
FA fa_131( .sum(s[53]), .carry(c[53]), .a(p[7][6]), .b( p[6][7]), .cin( c[50]) );
FA fa_132( .sum(s[54]), .carry(c[54]), .a(s[53]), .b(c[51]), .cin( c[52]) );                 
FA fa_141( .sum(s[55]), .carry(c[55]), .a(p[7][7]), .b(c[53]), .cin( c[54]) );             
always@(posedge clock)
    product = {c[55],s[55],s[54],s[52],s[49],s[45],s[40],s[34],s[27],s[20],s[14],s[9],s[5],s[2],s[0],p[0][0]};  
endmodule
```

==> changes_impl.md <==
### Physical design

- Outcome: finished, violations left
- Failing checks: setup timing
- Total number of vias: 1,154
- Worst-Margin Slew: 0.279 ns
- Unrepaired setup endpoints after global routing: yes
- Cells in synth_stat.txt: 158
- Placed Cells: 246
- Row Count: 21
- Fmax: 106 MHz
- Antenna cell count: 0
- Syn Area/Cell: 11.1 um2
- Switch share: 0.356
- WP data required: 9.24 ns
- Yosys top cell by area: fa_1
- WHS: about 1.7 ns
- Cell Int Power: roughly 0.31 mW
- CP Data Arrival Time: about 9.6 ns
- CTS Hold Bufs: 0
- Maximum clock insertion buffer count: 2
- Share of layout cells above drive strength 1: 0.284
- Num CTS Buffers: 3
- Largest type area fraction: 0.537
- Root Buffer: clkbuf_4
- Clock slew at the register clock pins of the worst setup and hold paths: 0.10 ns
- Slew Viols, Final: 0
- Seq cells post-synth: 16
- Syn Std Cell Area: 1750 um2
- Cells after Synth: 158
- Netlist cell types: 11
- Worst min-delay path category: primary input to flip-flop
- Power per cell area: 206 nW/um2
- Residual DRC: 0
- Postcts setup bufs: 0
- Psw: 0.171 mW
- CTS tree: yes
- Tool warnings: 29
- GR Util All Layers: 0.174
- Width of the die: 61.2 um
- Final Wtd Congestion: 0.771
- Design Area, Final: between 2000 and 2500 um2
- Yosys simple share: 0.164
- Adder share: 0.594
- Initial antenna violation count: 0
- Vias in the first global route: 1,154
- AO/OA Area Share: 0
- First-pass GRT wire length: 4.50 mm
- Hpwl dp: ~2.3 mm
- Max Fanout on Critical Path: 4
- 1st-iter DRT viols: 9
- Clock sink count: 16
- Critical Path End Type: flip-flop
- WL per Instance: roughly 10 um
- Chip area: 3750 um2
- Fin crit share: 1.04
- Logic pwr share: 0.665
- Avg Vias per Cell: 4.62
- Die height: 61.2 um
- YS chip area: 1750 um2
- Period minus WS final: 9.40 ns
- Logic area: roughly 1400 um2
- Setup ws final: -0.397 ns
- CTS H-tree depth: 1
- Seq/Total Area, Yosys: 0.183
- Startpoint types: primary input
- DR pass1 iterations: 3
- Core area: between 3000 and 4000 um2
- Total gr overflow: 0
- Rel. slew slack: 0.813
- Post-route ant nets: 0
- Top cells by area: fa_1, dfxtp_1, nand2_1
- Final Hold Violating Endpoints: 0
- Fillers: approximately 260
- Leakage power: 0.976 nW
- Sequential share of power: 0.236
- XOR Share, Synth: 0.00928
- Mux area share: 0
- Clock power frac: 0.099
- Area Overhead vs Synth: 33.3%
- Top comb family, area: adder cells
- Worst Setup Path Type: primary input to flip-flop
- Max-Cap Viols: 0
- Largest net degree at the start of global routing: 10
- Final Setup Violations: 3
- Total wire length: 2.53 mm
- Maximum VDD drop: 0.131 mV
- Yosys warnings: 3
- IO buf count: 32
- Post-DP Area: 2280 um2
- Ports: 33
- Post-route insts no fill: approximately 250
- Register Area: 320 um2
- Fp util: 0.525
- Max reg flops: 16
logic make-up after synthesis:
family / Yosys count
AND/OR/NAND/NOR: 63
adder cells (fa/ha/maj): 55
buffers and inverters: 23
flip-flops: 16
XOR/XNOR: 1
power groups by stage:
| stage | logic [mW] | registers (mW) | clock network [mW] |
|---|---|---|---|
| after CTS | 0.333 | 0.114 | 0.0501 |
| after global routing | 0.386 | 0.117 | 0.0545 |
| final | 0.320 | 0.113 | 0.0478 |
placed cells by master (no fill, tap or decap), drive strengths merged, types with 5 or more instances in the layout:
master	instances
fa	47
nand2	44
clkdlybuf4s50	26
inv	21
and2	19
dfxtp	16
buf	16
ha	8
clkbuf	5
path summary, 6_finish.rpt:
kind,start,endpoint,cells after the start
max,x[1],product[14],26
min,y[0],product[0],2
critical path, stage by stage:
cell,delay (ns)
buf_6,0.08
and2_4,0.14
ha_4,0.12
fa_2,0.19
inv_2,0.04
fa_2,0.52
inv_2,0.04
fa_2,0.34
inv_2,0.06
fa_2,0.43
fa_2,0.35
fa_2,0.35
fa_2,0.37
fa_2,0.56
fa_2,0.45
fa_2,0.55
inv_2,0.04
fa_2,0.35
fa_1,0.44
ha_2,0.20
fa_2,0.33
fa_2,0.34
fa_2,0.34
fa_2,0.34
fa_2,0.34
fa_2,0.52
cell type report:
type | count | area share
inverter | 21 | 0.0337
tap | 46 | 0.0246
multi-input combinational | 119 | 0.611
sequential | 16 | 0.137
timing repair buffer | 44 | 0.178
clock buffer | 4 | 0.0155
timing repair:
action | in CTS | in global routing
setup endpoints to repair | 4 | 3
pin swaps | 4 | 6
gates resized | 28 | 5
through the flow:
step	total power [mW]	worst slack [ns]	util	TNS, ns
2_1_floorplan	0.327	-0.475	-	-1.04
3_3_place_gp	0.437	-1.16	0.685	-3.76
3_5_place_dp	0.443	-1.22	0.685	-3.99
4_1_cts	0.497	-0.508	0.699	-1.04
5_1_grt	0.557	-0.538	0.700	-1.13
6_report	0.481	-0.397	0.700	-0.711
metal layers:
layer	wire length, um	GRT usage	share of wire	vias up
met2	1280	0.269	0.51	32
li1	-	-	-	551
met1	1060	0.285	0.42	567
met5	0	0	0	-
met3	160	0.0489	0.063	4
met4	34	0.0227	0.013	0
Yosys cell counts:
cell type	instances
nand2_1	44
inv_1	21
ha_1	8
and2_2	1
xor2_2	1
dfxtp_1	16
and2_4	1
and2_1	17
clkbuf_1	1
fa_1	47
buf_2	1
No activity file was given, so power comes from the tool's default toggle rates.
