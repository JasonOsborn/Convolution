===== flow/run.sh =====
#!/bin/bash
# OpenROAD 26Q1-2900-gdf79404cd8, Yosys 0.63+post, stock flow scripts
make -C /OpenROAD-flow-scripts/flow DESIGN_CONFIG=/design/flow/config.mk WORK_HOME=/design/flow/orfs finish

===== flow/config.mk =====
export PLATFORM = sky130hd
export DESIGN_NAME = UnoInputAndMemory
export DESIGN_NICKNAME = UnoInputAndMemory
export VERILOG_FILES = /design/flow/design.v
export SDC_FILE = /design/flow/constraint.sdc
export NUM_CORES = 4
export LEC_CHECK = 1
export CORE_UTILIZATION = 40

===== flow/constraint.sdc =====
current_design UnoInputAndMemory

set clk_period 614.7
set clk_io_pct 0.2

create_clock -name clk0 -period $clk_period [get_ports {clk}]

set non_clock_inputs [all_inputs -no_clocks]
set_input_delay [expr $clk_period * $clk_io_pct] -clock clk0 $non_clock_inputs
set_output_delay [expr $clk_period * $clk_io_pct] -clock clk0 [all_outputs]

===== flow/design.v =====
`timescale 1ns / 1ps
module UnoInputAndMemory #(parameter MaxImageSize = 1280)(   input clk,
                            output reg unoClk = 0,
                            input SerialComms,
                            output reg SerialOut = 0,
                            input [15:0] MemAddress,
                            input [31:0] InternalMemIn,
                            output [7:0] InternalMemOut,
                            input WriteFlag,
                            input DoneFlag,
                            input StartFlag,
                            input Reset
                            );
    reg [4:0] counter = 0;
    reg prevUnoClk = 0;
    reg [(2*MaxImageSize)-1:0] Memory = 0;
    wire [3:0] FlagsController;
    assign FlagsController = {WriteFlag,DoneFlag,StartFlag,Reset};
    assign InternalMemOut = Memory [MemAddress*8+:7];
    always@(posedge clk) begin
        casex(FlagsController)
            4'bxxx1: Memory = 0;  
            4'b0100: begin        
                SerialOut = Memory[MaxImageSize];
                Memory[2*MaxImageSize-1:MaxImageSize] = Memory[2*MaxImageSize-1:MaxImageSize] >> 1;
            end
            4'b0010: begin        
                if((~prevUnoClk)&unoClk) begin
                    Memory[MaxImageSize-1:0] = Memory[MaxImageSize-1:0] + SerialComms;
                    Memory[MaxImageSize-1:0] = Memory[MaxImageSize-1:0] << 1;
                end
            end
            4'b1000: begin       
                Memory[MemAddress*8+:31] = InternalMemIn;
            end
        endcase
    end
    always @(posedge clk) begin
        if(counter < 24)
            counter = counter + 1;
        else begin
            prevUnoClk = unoClk;
            unoClk = ~unoClk;
            counter = 0;
        end
    end
endmodule

==> flow_summary.toml <==
# physical design summary
[clock_network]
cts_root_buffer = "clkbuf_16"
cts.path.max_buffers = 4
cts.sinks = 2567
cts_made_buffers = 319
cts-resized-gates = 0
htree_levels = 5
hold_buffers = 0
cts_setup_buffers = 0

[floorplan]
core.rowCount = 257
num_io_pins = 64
die_y_um = 703
fp-utilization = 0.402
die_w_um = 703

[outcome]
haltStage = "global routing"
status = "stopped before the end"
tool.error = "[ERROR GRT-0116] Global routing finished with congestion. Check the congestion regions in the DRC Viewer."

[synth]
synthesis.area_um2 = 197000
yosys.area.top_type_share = 0.391
ys_area_um2 = 197000
ys_seq_share = 0.391
netlist.top_cell.by_area = "edfxtp_1"
yosys_most_used_dff = "edfxtp_1"
synthArstFlopShare = 0
ys_warn_count = 1
synth_flops = 2567
avgSynthCellArea_um2 = 8.91
synthCells = 22100
yosys-stat-cells = 22100
topCellsByArea = "edfxtp_1, a22oi_1, mux4_2"
synth_cell_types = 96
edf_count = 2562

[placed_design]
gp_congestion = 1.44
dp_hpwl_mm = 1450
io_buffers = 61
post-place-ws_ns = 360.77

[global_routing]
grt_max_degree = 171
grt_pass1_wl_mm = 2850
overflow = 4249
grt_use_total = 0.877
grt_pass1_vias = 273000
[metal layers]
metal / GRT overflow / global-route usage
met3: 262 / 0.833
met1: 201 / 0.875
met4: 1354 / 0.822
met5: 34 / 0.691
met2: 2398 / 0.957
[per-stage QoR]
stage,power (W),area (µm²),std cells
4_1_cts,0.000492,227000,29300
3_5_place_dp,0.000300,216000,28800
3_3_place_gp,0.000300,216000,28800
2_1_floorplan,0.000284,197000,22100
[logic make-up after synthesis]
logic type,after synthesis,synth area share
and+or+nand+nor,9571,0.246
muxes,766,0.0737
buffers and inverters,2009,0.0389
AOI/OAI and AO/OA,5939,0.195
adders and majority gates,4,0.000254
other,1,0.0000191
DFF,2567,0.391
xor gates and xnor gates,1243,0.0553
[synth_stat cells, types with 14 or more instances]
master    number
a211oi_1      25
a21oi_1      492
a221o_1       55
a221oi_1      23
a222oi_1      14
a22o_1       190
a22oi_1     1906
a31oi_1       57
a32oi_1       41
and2_0        15
and2_1       167
and3_1       404
and4_1       209
buf_1        132
buf_2         75
clkbuf_1    1602
edfxtp_1    2562
inv_1        185
mux2_2        19
mux2i_1      203
mux4_2       543
nand2_1     2658
nand2b_1      34
nand3_1     1297
nand4_1     1109
nand4b_1      54
nor2_1      1464
nor2b_1       33
nor3_1       906
nor3b_1       17
nor4_1       662
nor4_2        25
nor4b_1       49
nor4bb_1      17
o211ai_1      48
o21ai_0     1666
o221ai_1      70
o22ai_1     1194
o31ai_1       15
or2_2         71
or3_1        150
or4_1        147
or4b_2        14
xnor2_1      623
xor2_1       620
No activity file was given, so power comes from the tool's default toggle rates.
